### ./run.sh
#!/bin/bash
# OpenROAD 26Q1-2900-gdf79404cd8, Yosys 0.63+post, stock flow scripts
make -C /OpenROAD-flow-scripts/flow DESIGN_CONFIG=/design/flow/config.mk WORK_HOME=/design/flow/orfs finish
### ./config.mk
export PLATFORM = sky130hd
export DESIGN_NAME = register_file
export DESIGN_NICKNAME = register_file
export VERILOG_FILES = /design/flow/design.v
export SDC_FILE = /design/flow/constraint.sdc
export NUM_CORES = 4
export LEC_CHECK = 1
export CORE_UTILIZATION = 50
### ./constraint.sdc
current_design register_file

set clk_period 19.4
set clk_io_pct 0.2

create_clock -name clk0 -period $clk_period [get_ports {clk}]

set non_clock_inputs [all_inputs -no_clocks]
set_input_delay [expr $clk_period * $clk_io_pct] -clock clk0 $non_clock_inputs
set_output_delay [expr $clk_period * $clk_io_pct] -clock clk0 [all_outputs]
### ./design.v
package sigma_pkg; 
    parameter logic [3:0] ALU_ADD   = 4'b0000;
    parameter logic [3:0] ALU_SUB   = 4'b0001;
    parameter logic [3:0] ALU_AND   = 4'b0010;
    parameter logic [3:0] ALU_OR    = 4'b0011;
    parameter logic [3:0] ALU_XOR   = 4'b0100;
    parameter logic [3:0] ALU_SLL   = 4'b0101; 
    parameter logic [3:0] ALU_SRL   = 4'b0110; 
    parameter logic [3:0] ALU_SRA   = 4'b0111; 
    parameter logic [3:0] ALU_SLT   = 4'b1000;
    parameter logic [3:0] ALU_SLTU  = 4'b1001;
    parameter logic [3:0] ALU_COPY_B = 4'b1010; 
    parameter logic [3:0] ALU_SLTI  = 4'b1011;  
    parameter logic [2:0] IMM_TYPE_NONE = 3'b000;  
    parameter logic [2:0] IMM_TYPE_I    = 3'b001;  
    parameter logic [2:0] IMM_TYPE_S    = 3'b010;  
    parameter logic [2:0] IMM_TYPE_B    = 3'b011;  
    parameter logic [2:0] IMM_TYPE_U    = 3'b100;  
    parameter logic [2:0] IMM_TYPE_J    = 3'b101;
    parameter logic [2:0] IMM_TYPE_SLTI = 3'b110;  
    parameter logic [2:0] IMM_TYPE_LW   = 3'b111;  
    parameter logic [6:0] OPCODE_LUI    = 7'b0110111;  
    parameter logic [6:0] OPCODE_STORE  = 7'b0100011;  
    parameter logic [6:0] OPCODE_IMM    = 7'b0010011;  
    parameter logic [6:0] OPCODE_RTYPE  = 7'b0110011;  
    parameter logic [6:0] OPCODE_LOAD   = 7'b0000011;  
    parameter logic [6:0] OPCODE_BRANCH = 7'b1100011;  
    parameter logic [6:0] OPCODE_SLTI   = 7'b0010011;  
    parameter logic [6:0] OPCODE_BEQ    = 7'b1100011;  
    parameter logic [2:0] FUNCT3_ADD = 3'b000;
    parameter logic [2:0] FUNCT3_SW  = 3'b010;
    parameter logic [2:0] FUNCT3_SUB = 3'b000;  
    parameter logic [2:0] FUNCT3_AND = 3'b111;
    parameter logic [2:0] FUNCT3_OR  = 3'b110;
    parameter logic [2:0] FUNCT3_XOR = 3'b100;
    parameter logic [2:0] FUNCT3_SLT = 3'b010;
    parameter logic [2:0] FUNCT3_SLL = 3'b001;
    parameter logic [2:0] FUNCT3_SRL = 3'b101;  
    parameter logic [2:0] FUNCT3_SRA = 3'b101;  
    parameter logic [2:0] FUNCT3_LW  = 3'b010;
    parameter logic [2:0] FUNCT3_BEQ = 3'b000;
    parameter logic [6:0] FUNCT7_ADD = 7'b0000000;
    parameter logic [6:0] FUNCT7_SUB = 7'b0100000;
    parameter logic [6:0] FUNCT7_SRA = 7'b0100000;  
    parameter logic       ALU_SRC_REG = 1'b0;
    parameter logic       ALU_SRC_IMM = 1'b1;
    parameter logic       MEM_TO_REG_ALU_RES  = 1'b0;
    parameter logic       MEM_TO_REG_MEM_DATA = 1'b1;
    parameter logic [1:0] ALU_OP_TYPE_R_I = 2'b00;  
    parameter logic [1:0] ALU_OP_TYPE_LSU = 2'b01;  
    parameter logic [1:0] ALU_OP_TYPE_LUI = 2'b10;  
    parameter logic [3:0] S_FETCH          = 4'd0;   
    parameter logic [3:0] S_DECODE         = 4'd1;   
    parameter logic [3:0] S_MEM_ADDR_COMP  = 4'd2;   
    parameter logic [3:0] S_MEM_WRITE      = 4'd3;   
    parameter logic [3:0] S_EXEC_R_TYPE    = 4'd4;   
    parameter logic [3:0] S_WB_R_TYPE      = 4'd5;   
    parameter logic [3:0] S_EXEC_I_TYPE    = 4'd6;   
    parameter logic [3:0] S_WB_I_TYPE      = 4'd7;   
    parameter logic [3:0] S_EXEC_R_TYPE_LOG = 4'd8;   
    parameter logic [3:0] S_WB_R_TYPE_LOG   = 4'd9;   
    parameter logic [3:0] S_EXEC_R_TYPE_SLT = 4'd10;  
    parameter logic [3:0] S_WB_R_TYPE_SLT   = 4'd11;  
    parameter logic [3:0] S_EXEC_R_TYPE_SHIFT = 4'd12;  
    parameter logic [3:0] S_WB_R_TYPE_SHIFT  = 4'd13;  
    parameter logic [3:0] S_MEM_READ        = 4'd14;  
    parameter logic [3:0] S_WB_MEM          = 4'd15;  
    parameter logic [3:0] S_BRANCH          = 4'd16;  
endpackage
`timescale 1ns/1ps
module register_file (
    input  logic        clk,           
    input  logic        reset_n,       
    input  logic [4:0]  read_addr1,    
    output logic [31:0] read_data1,    
    input  logic [4:0]  read_addr2,    
    output logic [31:0] read_data2,    
    input  logic [4:0]  write_addr,    
    input  logic [31:0] write_data,    
    input  logic        write_enable   
);
    logic [31:0] registers [0:31];  
    always_ff @(posedge clk) begin
        if (!reset_n) begin  
            for (int i = 0; i < 32; i++) begin
                registers[i] <= 32'b0;
            end
        end else begin
            if (write_enable && (write_addr != 5'b0)) begin
                registers[write_addr] <= write_data;
            end
        end
    end
    assign read_data1 = (read_addr1 == 5'b0) ? 32'b0 : registers[read_addr1];
    assign read_data2 = (read_addr2 == 5'b0) ? 32'b0 : registers[read_addr2];
endmodule
==> results.yml <==
# flow metrics
drt:
  routed-via-count: 32800
  wirelength_um: 178000
  vias_per_cell: 6.51
  drc_errors: 0
  avgRoutedWirePerCell_um: 35.3
  drt_iter0_markers: 1903
  ant_nets: 0
  first_pass_iters: 7
pwr:
  peakVddDrop_mv: 0.0757
  p_comb_share_pct: 12.3
  power.switching_mw: 1.30
  power_mw: 5.31
  powerDensity_nw_per_um2: 87.6
  leakage_nw: 20.7
  clockPowerShare_pct: 38.4
  switching_share_pct: 24.5
  seqPwrFrac_pct: 49.3
  internal_power_mw: 4.01
final_layout:
  final_cell_area_sq_um: 60600
  reg.largest.list: "registers: 1024 flops"
  finalNonFillerCells: 5035
  drive_above_1_share_pct: 24.9
  largest_reg_flops: 1024
  syn2layout_area_growth_pct: 11.8
  final_util_pct: 56.5
  regMostFlops: "registers"
synth:
  synth.distinct_cells: 45
  yosysWarnings: 2
  ys_ff: 1024
  edf_count: 1024
  syn_area_per_cell_sq_um: 15.5
  yosysChipArea_sq_um: 54200
  syn_inst: 3507
  synthArstFlopShare_pct: 0
  syn-cell-area_sq_um: 54200
  ys_seq_share_pct: 56.7
  synth_top_flop_cell: "edfxtp_1"
  ys_cells: 3507
setup_path:
  cp.depth: 9
  crit_path_top_delay_cell: "buf_4"
  crit_path_start_kind: "primary input"
  worstPathRequired_ps: 15520
  cp_common_cell: "buf_4"
  end_kind: "output port"
  worstSetupPathType: "in -> out"
  critPathMaxStageDelay_ps: 740
  crit_arrival_ps: 8670
  worst-path-buf-inv: 5
  cp_cell_sequence: "buf_8 > buf_4 > buf_4 > buf_4 > mux4_2 > mux4_2 > o22ai_1 > nor3_1 > clkdlybuf4s50_1"
  cp-endpoint: "read_data1[12]"
  cp_top_family: "buffers and inverters"
  critPathLaunch: "read_addr1[1]"
  path_max_fanout: 51
clocking:
  cts_root_buf: "clkbuf_16"
  cts_buffer_depth: 3
  post_cts_buffers: 0
  hold_buffers: 0
  cts_resized: 0
  h-tree-depth: 3
  clkTransAtPathRegs_ps: 60
  cts_tree: "done"
  cts_buffers: 109
  cts_sinks: 1024
final_timing:
  relSlewSlack_pct: 27.9
  setup_violations: 0
  min_period_ps: 12550
  fmax_mhz: 79.7
  holdWs_ps: 4120
  tightest_slew_ps: 1080
  rsz0062_at_grt: "false"
  finalMaxSlewViolations: 0
  tns_ps: 0
  hold_viol: 0
  fin_ws_ps: 6850
  period_used_pct: 64.7
grt:
  grt_pass1_vias: 36500
  grt.total_usage_pct: 36.6
  grt-ovfl-total: 0
  grt_pass1_wl_um: 254000
  grt_max_degree: 66
  antenna_found_initial: 6
floorplanning:
  fp_util_pct: 50.5
  ios: 114
  die_h_um: 331
  fp.coreArea_sq_um: 107000
  rows: 120
  die_area_sq_um: 110000
  die_x_um: 331
place:
  placed_cells: 4833
  post-place-ws_ps: 6820
  hpwl_um: 102000
  numPortBuffers: 113
  place_congestion: 0.894
  dpl_cell_area_sq_um: 57200
worst_hold_path:
  hold_class: "in -> reg"
job:
  cap_viol_max_count: 0
  warning_count: 26
status:
  outcome: "complete, no violations"
## cell families after synthesis
| kind of cell | Yosys count | synth area share, % |
|---|---|---|
| other cells | 1 | 0.00691 |
| mux | 652 | 23.0 |
| simple gates | 1148 | 13.0 |
| buf+inv | 392 | 3.41 |
| compound gates | 290 | 3.92 |
| flops | 1024 | 56.7 |
## per-layer routing
| layer | GRT usage, % | wire length (um) | vias up |
|---|---|---|---|
| li1 | - | - | 13700 |
| met1 | 43.2 | 53900 | 15800 |
| met2 | 51.5 | 81200 | 2768 |
| met3 | 27.3 | 31700 | 502 |
| met4 | 16.1 | 10700 | 20 |
| met5 | 3.47 | 289 | - |
## synthesized netlist by cell type, types with 31 or more instances
cell | number | area share, %
and2_1 | 995 | 11
buf_4 | 45 | 0.62
clkbuf_1 | 274 | 1.9
edfxtp_1 | 1024 | 57
nor3_1 | 54 | 0.50
buf_2 | 31 | 0.29
o21ai_0 | 35 | 0.32
o22ai_1 | 103 | 1.2
mux4_2 | 472 | 20
a2111oi_1 | 32 | 0.59
a22o_1 | 51 | 0.82
mux2i_1 | 150 | 2.8
nor2_1 | 37 | 0.26
## worst min path at each step
stage	to	depth (start not counted)	slack (ps)	startpoint
4_1_cts	registers[15][28]	2	4090	write_data[28]
5_1_grt	registers[8][26]	2	4110	write_data[26]
6_report	registers[15][28]	2	4120	write_data[28]
## power groups by stage
stage	Clock [mW]	Sequential [mW]	Combinational (mW)
5_1_grt	2.15	2.63	0.682
6_report	2.04	2.62	0.652
4_1_cts	2.06	2.62	0.649
## cell usage in the layout (no fill, tap or decap), types with 31 or more instances in the layout
| cell | count |
|---|---|
| and2_1 | 994 |
| clkdlybuf4s50_1 | 104 |
| o21ai_4 | 31 |
| clkbuf_16 | 113 |
| a2111oi_1 | 32 |
| conb_1 | 32 |
| o22ai_1 | 103 |
| a22o_1 | 51 |
| mux4_2 | 472 |
| mux2i_1 | 150 |
| edfxtp_1 | 1024 |
| buf_4 | 167 |
| nor3_1 | 54 |
| nor2_2 | 31 |
## layout make-up
cell class | instances | area, sq um
clock inverter | 64 | 531
antenna | 2 | 5.00
sequential | 1024 | 30700
fill | 7798 | 46700
multi-input combinational | 2122 | 22200
inverter | 3 | 11.3
tap | 1403 | 1760
timing repair buffer | 281 | 2430
clock buffer | 136 | 2910
Power figures rest on the tool's default switching activity, not on a simulated workload.
